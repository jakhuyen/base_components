==> ./design.v <==
module DFF #(parameter RST_POLARITY = 1'b1) (
  input clkIn,
  input rstIn,
  input enIn,
  input dIn,
  output reg qOut,
  output reg qNotOut
);
  always @(posedge rstIn, posedge clkIn) begin
    if (rstIn == RST_POLARITY) begin
      qOut    <= 0;
      qNotOut <= 1;
    end
    else if (clkIn == 1) begin
      if (enIn == 1) begin
        qOut    <= dIn;
        qNotOut <= ~dIn;
      end
    end
  end
endmodule
module button_debounce #(parameter DEBOUNCE_CNT = 20'hF_FFFF) (
  input clkIn,
  input rstIn,
  input buttonIn,
  output buttonOut
);
  wire ff1ToFf2W;
  wire ff2ToCntrW;
  wire ffEnOutW;
  wire debounceRstW = (ff1ToFf2W ^ ff2ToCntrW) | rstIn;
  DFF ff1    (.clkIn(clkIn), .rstIn(rstIn), .enIn(1),        .dIn(buttonIn),   .qOut(ff1ToFf2W),  .qNotOut());
  DFF ff2    (.clkIn(clkIn), .rstIn(rstIn), .enIn(1),        .dIn(ff1ToFf2W),  .qOut(ff2ToCntrW), .qNotOut());
  DFF ff_out (.clkIn(clkIn), .rstIn(rstIn), .enIn(ffEnOutW), .dIn(ff2ToCntrW), .qOut(buttonOut),  .qNotOut());
  counter #(.MAX_CNT(DEBOUNCE_CNT), .LOOP(0)) debounce
  (
    .clkIn(clkIn),
    .rstIn(debounceRstW),
    .enIn(1'b1),
    .cntDoneOut(ffEnOutW),
    .cntValOut()
  );
endmodule
module counter #(
  parameter MAX_CNT = 2, 
  parameter LOOP = 1'b1,
  parameter IS_CNT_DOWN = 1'b0,
  localparam integer CNT_ARR_SIZE = IS_CNT_DOWN?$rtoi($floor($log10(MAX_CNT)/$log10(2)+1)):$rtoi($floor($log10(MAX_CNT)/$log10(2)))
)
(
  input clkIn,
  input rstIn,
  input enIn,
  output cntDoneOut,
  output [CNT_ARR_SIZE:0] cntValOut
);
  reg [CNT_ARR_SIZE:0] cntValR = 0;
  reg cntDoneR;
  reg enR;
  assign cntDoneOut = cntDoneR;
  assign cntValOut  = cntValR;
  always @ (posedge rstIn, posedge clkIn) begin
    if (rstIn == 1) begin
      cntValR  <= IS_CNT_DOWN?0:MAX_CNT-1;
      cntDoneR <= 0;
      enR      <= 0;
    end
    else if (clkIn == 1) begin
      if (enIn == 1) begin
        cntDoneR <= 0;
        if (IS_CNT_DOWN == 0) begin
          if (cntValR == MAX_CNT) begin
            cntDoneR <= 1;
            if (LOOP == 1) begin
              cntValR  <= 1;
            end
          end
          else begin
            cntValR <= cntValR + 1;
          end
        end
        else begin
          if (cntValR[CNT_ARR_SIZE] == 1) begin
            cntDoneR <= 1;
            if (LOOP == 1) begin
              cntValR  <= MAX_CNT-2;
            end
          end
          else begin
            cntValR <= cntValR - 1;
          end
        end
      end
    end
  end
endmodule
==> ./run.sh <==
#!/bin/bash
# OpenROAD 26Q1-2900-gdf79404cd8, Yosys 0.63+post, stock flow scripts
make -C /OpenROAD-flow-scripts/flow DESIGN_CONFIG=/design/flow/config.mk WORK_HOME=/design/flow/orfs finish
==> ./config.mk <==
export PLATFORM = sky130hd
export DESIGN_NAME = button_debounce
export DESIGN_NICKNAME = button_debounce
export VERILOG_FILES = /design/flow/design.v
export SDC_FILE = /design/flow/constraint.sdc
export NUM_CORES = 4
export LEC_CHECK = 1
export CORE_AREA = 10 10 91 91
export DIE_AREA = 0 0 101 101
==> ./constraint.sdc <==
current_design button_debounce

set clk_period 1.0
set clk_io_pct 0.2

create_clock -name clk0 -period $clk_period [get_ports {clkIn}]

set non_clock_inputs [all_inputs -no_clocks]
set_input_delay [expr $clk_period * $clk_io_pct] -clock clk0 $non_clock_inputs
set_output_delay [expr $clk_period * $clk_io_pct] -clock clk0 [all_outputs]
==> impl_metrics.json <==
{
  "cp_slowest_stage_delay_ps": 560,
  "p_leak_nw": 0.859,
  "synth_cell_types": 35,
  "hold_ws_ps": 173,
  "yosys.area.top_type": "dfstp_2",
  "slowest_stage": "dfstp_2",
  "maxSlewHeadroom_pct": 76.8,
  "insertion_delay_ps": 270,
  "mi_logic_area_um2": 699,
  "syn-cell-area_um2": 1240,
  "yosysWarningCount": 4,
  "cts_made_buffers": 3,
  "die_area_um2": 10200,
  "io_buffers": 3,
  "crit_fanout": 3,
  "wl_per_cell_um": 10.8,
  "reg2reg_depth": 5,
  "setup_ws_ps": -610,
  "path_cells": "nand4_4 > buf_6 > nor4_4 > nand4_1 > mux2_2",
  "yosys_area_um2": 1240,
  "dieHeight_um": 101,
  "rsz0062_at_grt": "yes",
  "globalplace.congestion": 0.826,
  "criticalPathCategory": "reg -> reg",
  "crit_required_ps": 1200,
  "avgSynthCellArea_um2": 12.1,
  "ys_async_sr_fraction_pct": 100,
  "clk_pin_slew_ps": 90,
  "fin_crit_ps": 1610,
  "overflow": 0,
  "std_cell_rows": 29,
  "r2r_end": "debounce.cntValR[19]$_DFFE_PP1P_",
  "flop_area_um2": 624,
  "crit_arrival_ps": 1810,
  "synth-main-ff-cell": "dfstp_2",
  "outcome": "finished with violations",
  "place_ws_ps": -686,
  "synth_seq_share_pct": 50.2,
  "initial_utilization_pct": 19.6,
  "synthTopCellsByCount": "19 x dfstp_2, 10 x nor2_1, 6 x a21oi_1, 6 x nand2_1, 6 x xor2_1",
  "reg2reg_slack_ps": -610,
  "post_drt_via_cell_ratio": 4.18,
  "p_total_mw": 1.89,
  "diodes": 0,
  "htreeDepth": 1,
  "synth.most_common_cell": "dfstp_2",
  "drc_errors": 0,
  "slew_viol_final": 0,
  "n_fill_cell": 613,
  "hold_violations": 0,
  "grt_max_degree": 22,
  "synthCells": 103,
  "syn_to_final_growth_pct": 51.3,
  "reg2reg_from": "debounce.cntValR[8]$_DFFE_PP1P_",
  "fin_skew_ps": 4.51,
  "top_cell_area_share_pct": 40.1,
  "grt_pass1_vias": 979,
  "grtUsageTotal_pct": 5.36,
  "p_per_area_nw_per_um2": 1000,
  "wl_um": 2470,
  "ys_cells": 103,
  "ir_worst_vdd_mv": 0.619,
  "drt_iter0_markers": 85,
  "dr.pass1.iters": 2,
  "clockBufferDepth": 2,
  "dpl.hpwl_um": 1790,
  "edf_count": 0,
  "ioPinCount": 4,
  "antenna_found_initial": 0,
  "cts_tree": "done",
  "vias": 952,
  "placeableCoreArea_um2": 6350,
  "ant_nets": 0,
  "cts_sinks": 24,
  "drive_above_1_share_pct": 64.9,
  "fmax_mhz": 621,
  "end_kind": "register",
  "post-route-period-util_pct": 161,
  "warnings": 28,
  "ys.flops": 24,
  "holdCritPathClass": "in -> async",
  "worst_pin_slew_ps": 345,
  "worstSetupStartpointType": "register",
  "ctsRootBufferMaster": "clkbuf_8",
  "die_x_um": 101,
  "setup_viol": 21,
  "violations": "negative setup slack",
  "drv_cap": 0,
  "grt_pass1_wl_um": 4640,
  "area_leaders": "dfstp_2 40%, dfrtp_1 10%, nand4_4 6.8%"
}
## repair_timing
item | CTS | global route
setup buffers | 4 | 2
gates resized | 25 | 1
pin swaps | 11 | 3
cloned | 0 | 0
setup endpoints to repair | 22 | 22
hold buffers | 0 | 0
## critical path, delay by kind of cell, from the launching register on
| family | cells | cell delay, ps |
|---|---|---|
| muxes | 1 | 280 |
| and+or+nand+nor | 3 | 530 |
| buffers and inverters | 1 | 160 |
| DFF | 1 | 560 |
## final cells by class
class | instances | share of cell area [%]
multi-input combinational | 74 | 37.2
timing repair buffer | 47 | 20.3
clock inverter | 1 | 1.60
tap | 77 | 5.12
inverter | 2 | 0.399
clock buffer | 3 | 2.19
sequential | 24 | 33.2
## report_power, final
part	switching [mW]	total (mW)	internal, mW
clock network	0.310	0.845	0.535
registers	0.00249	0.984	0.981
logic	0.0347	0.0576	0.0229
total	0.347	1.89	1.54
## per-layer routing
layer | GRT usage, % | wire, um | part of all wire [%] | vias to the layer above
met2 | 8.26 | 1100 | 45 | 5
met1 | 7.87 | 1260 | 51 | 469
met5 | 0 | 0 | 0 | -
li1 | - | - | - | 476
met3 | 1.18 | 80 | 3.2 | 2
met4 | 0.429 | 21 | 0.85 | 0
## registers in the layout (all words and copies together), names as in the netlist
name / cells
ff_out.qOut: 1
ff1.qOut: 1
debounce.cntDoneR: 1
ff2.qOut: 1
debounce.cntValR: 20
## how the worst max path moves through the flow
stage,from,endpoint,slack [ps],depth (start not counted)
final,debounce.cntValR[8]$_DFFE_PP1P_,debounce.cntValR[19]$_DFFE_PP1P_,-610,5
after global routing,debounce.cntValR[8]$_DFFE_PP1P_,debounce.cntValR[19]$_DFFE_PP1P_,-710,5
after CTS,debounce.cntValR[8]$_DFFE_PP1P_,debounce.cntValR[19]$_DFFE_PP1P_,-610,5
## cells in the final DEF, fill, tap and decap left out, types with 2 or more instances in the layout
master / n
dfstp_2: 19
dfrtp_1: 5
and2_1: 2
nor4_4: 3
buf_6: 4
nor2_2: 2
mux2_2: 2
clkbuf_8: 3
xnor2_1: 4
and3_1: 2
a41oi_1: 3
nand4_4: 4
clkdlybuf4s50_1: 2
nand2_1: 6
buf_4: 39
nor2_1: 6
xor2_1: 6
nor2_4: 2
a21oi_2: 5
a31oi_1: 4
nand4_1: 4
inv_1: 2
and4_1: 2
## through the flow
stage	utilization (%)	std cells	instance area, um^2	setup TNS [ps]
3_3_place_gp	26.5	218	1680	-11680
6_report	29.6	228	1880	-10800
2_1_floorplan	-	103	1280	-9230
4_1_cts	29.3	226	1860	-11080
5_1_grt	29.6	228	1880	-12990
3_5_place_dp	26.5	218	1680	-11390
## cells by family (layout without fill, tap and decap cells)
| family | Yosys count | count (layout) | share of synthesized area (%) |
|---|---|---|---|
| xor gates and xnor gates | 10 | 10 | 7.04 |
| AOI/OAI and AO/OA | 18 | 18 | 9.56 |
| buffers and inverters | 5 | 53 | 2.01 |
| adders and majority gates | 1 | 1 | 1.01 |
| muxes | 3 | 3 | 3.02 |
| DFF | 24 | 24 | 50.2 |
| and+or+nand+nor | 42 | 42 | 27.2 |
