[design.v]
module clk_divider #(parameter DIV_NUM = 4) (
  input clkIn,
  input rstIn,
  input enIn,
  output clkOut
);
  reg clkR;
  wire cntDoneW;
  assign clkOut = clkR;
  counter #(.MAX_CNT(DIV_NUM), .LOOP(1)) cnt_div
  (
    .clkIn(clkIn),
    .rstIn(rstIn),
    .enIn(enIn),
    .cntDoneOut(cntDoneW),
    .cntValOut()
  );
  always @ (posedge rstIn, posedge clkIn) begin
    if (rstIn == 1) begin
      clkR      <= 0;
    end
    else if (clkIn == 1) begin
      if (cntDoneW == 1) begin
        clkR <= ~clkR;
      end
    end
  end
endmodule
module counter #(
  parameter MAX_CNT = 2, 
  parameter LOOP = 1'b1,
  parameter IS_CNT_DOWN = 1'b0,
  localparam integer CNT_ARR_SIZE = IS_CNT_DOWN?$rtoi($floor($log10(MAX_CNT)/$log10(2)+1)):$rtoi($floor($log10(MAX_CNT)/$log10(2)))
)
(
  input clkIn,
  input rstIn,
  input enIn,
  output cntDoneOut,
  output [CNT_ARR_SIZE:0] cntValOut
);
  reg [CNT_ARR_SIZE:0] cntValR = 0;
  reg cntDoneR;
  reg enR;
  assign cntDoneOut = cntDoneR;
  assign cntValOut  = cntValR;
  always @ (posedge rstIn, posedge clkIn) begin
    if (rstIn == 1) begin
      cntValR  <= IS_CNT_DOWN?0:MAX_CNT-1;
      cntDoneR <= 0;
      enR      <= 0;
    end
    else if (clkIn == 1) begin
      if (enIn == 1) begin
        cntDoneR <= 0;
        if (IS_CNT_DOWN == 0) begin
          if (cntValR == MAX_CNT) begin
            cntDoneR <= 1;
            if (LOOP == 1) begin
              cntValR  <= 1;
            end
          end
          else begin
            cntValR <= cntValR + 1;
          end
        end
        else begin
          if (cntValR[CNT_ARR_SIZE] == 1) begin
            cntDoneR <= 1;
            if (LOOP == 1) begin
              cntValR  <= MAX_CNT-2;
            end
          end
          else begin
            cntValR <= cntValR - 1;
          end
        end
      end
    end
  end
endmodule
module reg_fifo #(parameter FIFO_WIDTH = 1, parameter FIFO_DEPTH = 8) (
  input clkIn,
  input rstIn,
  input [FIFO_WIDTH-1:0] wrDataIn,
  input wrEnIn,
  output reg [FIFO_WIDTH-1:0] rdDataOut,
  output rdEnIn,
  output reg fifoFullOut,
  output reg fifoEmptyOut
);
  localparam CNT_SIZE = $rtoi($floor($log10(FIFO_DEPTH-1)/$log10(2)));
  integer i;
  reg [FIFO_WIDTH-1:0] fifoR [FIFO_DEPTH-1:0];
  reg [CNT_SIZE:0] fifoCntR;
  reg [CNT_SIZE:0] wrPtrR;
  reg [CNT_SIZE:0] rdPtrR;
  always @ (posedge rstIn, posedge clkIn) begin
    if (rstIn == 1) begin
      for (i = 0; i < FIFO_DEPTH - 1; i = i + 1) begin
        fifoR[i] <= 0;
      end
      wrPtrR       <= 0;
      rdPtrR       <= 0;
      fifoCntR     <= 0;
      fifoFullOut  <= 0;
      fifoEmptyOut <= 1;
    end
    else if (clkIn == 1) begin
      fifoFullOut  <= 0;
      fifoEmptyOut <= 0;
      if (wrEnIn == 1 && fifoCntR < FIFO_DEPTH) begin
        fifoCntR      <= fifoCntR + 1;
        fifoR[wrPtrR] <= wrDataIn;
        if (wrPtrR == FIFO_DEPTH) begin
          wrPtrR <= 0;
        end
        else begin
          wrPtrR <= wrPtrR + 1;
        end
      end
      if (rdEnIn == 1 && fifoCntR > 0) begin
        fifoCntR  <= fifoCntR - 1;
        rdDataOut <= fifoR[rdPtrR];
        if (rdPtrR == FIFO_DEPTH) begin
          rdPtrR <= 0;
        end
        else begin
          rdPtrR <= rdPtrR + 1;
        end
      end
      if (fifoCntR == FIFO_DEPTH) begin
        fifoFullOut <= 1;
      end
      else if (fifoCntR == 0) begin
        fifoEmptyOut <= 1;
      end
    end
  end
endmodule
module spi_flash_single #(
  parameter DATA_WIDTH = 8,
  parameter CPOL = 0,
  parameter CPHA = 0,
  parameter NUM_SS = 1,
  parameter SCLK_FREQ = 50000)
(
  input clkIn,
  input rstIn,
  input enIn,
  input misoIn,
  input rdEnIn,
  input [31:0] csIn,
  input [DATA_WIDTH-1:0] txDataIn,
  output [DATA_WIDTH-1:0] rxDataOut,
  output rxRdyOut,
  output reg mosiOut,
  output [NUM_SS-1:0] csLowOut,
  output sclkOut
);
  localparam reg[2:0] IDLE     = 3'b000;
  localparam reg[2:0] GET_DATA = 3'b001;
  localparam reg[2:0] LD_DATA  = 3'b010;
  localparam reg[2:0] TR       = 3'b011;
  localparam reg[2:0] PHA_DLY  = 3'b100;
  localparam DIV_NUM = 100000000/SCLK_FREQ;
  integer txBitCntR, rxBitCntR, lastBitCntR;
  reg prevClkStateR;
  reg idleR;
  reg [NUM_SS-1:0] csLowR;
  reg getTxDataR;
  reg pushRxDataR;
  reg [DATA_WIDTH-1:0] rxDataR;
  reg [2:0] spiFSMR;
  wire [DATA_WIDTH-1:0] txDataW;
  wire txFifoFullW, txFifoEmptyW;
  wire sclkW;
  wire sclkMainW  = (CPOL == 0)?sclkW:~sclkW;
  assign sclkOut  = sclkMainW;
  assign csLowOut = csLowR;
  assign rxRdyOut = (rxFifoEmptyW == 1)?0:1;
  clk_divider #(.DIV_NUM(DIV_NUM)) sclk_inst
  (
    .clkIn(clkIn),
    .rstIn(rstIn & idleR),
    .enIn(1'b1),
    .clkOut(sclkR)
  );
  reg_fifo #(.FIFO_WIDTH(DATA_WIDTH), .FIFO_DEPTH(8)) tx_fifo
  (
    .clkIn(clkIn),
    .rstIn(rstIn),
    .wrDataIn(txDataIn),
    .wrEnIn(enIn),
    .rdDataOut(txDataW),
    .rdEnIn(getTxDataR),
    .fifoFullOut(txFifoFullW),
    .fifoEmptyOut(txFifoEmptyW)
  );
  reg_fifo #(.FIFO_WIDTH(DATA_WIDTH), .FIFO_DEPTH(8)) rx_fifo
  (
    .clkIn(clkIn),
    .rstIn(rstIn),
    .wrDataIn(rxDataR),
    .wrEnIn(pushRxDataR),
    .rdDataOut(rxDataOut),
    .rdEnIn(rdEnIn),
    .fifoFullOut(),
    .fifoEmptyOut(rxFifoEmptyW)
  );
  always @ (posedge rstIn, posedge clkIn) begin
    if (rstIn == 1) begin
      prevClkStateR <= CPOL;
      idleR         <= 1;
      csLowR        <= {NUM_SS{1'b1}};
      getTxDataR    <= 0;
      pushRxDataR   <= 0;
      txBitCntR     <= 0;
      rxBitCntR     <= 0;
      lastBitCntR   <= 0;
    end
    else if (clkIn == 1) begin
      prevClkStateR <= sclkMainW;
      getTxDataR    <= 0;
      pushRxDataR   <= 0;
      case (spiFSMR)
        IDLE:
          begin
            txBitCntR   <= 0;
            rxBitCntR   <= 0;
            lastBitCntR <= 0;
            idleR       <= 1;
            csLowR      <= {NUM_SS{1'b1}};
            if (enIn == 1) begin
              csLowR[csIn]  <= 1'b0;
              idleR         <= 0;
              spiFSMR       <= GET_DATA;
            end
          end
        GET_DATA:
          begin
            if (txFifoEmptyW == 0) begin
              getTxDataR <= 1;
              if ((CPOL == 0 && CPHA == 0) || (CPOL == 1 && CPHA == 0)) begin
                spiFSMR <= LD_DATA;
              end
              else begin
                spiFSMR <= TR;
              end
            end
            else begin
              spiFSMR <= IDLE;
            end
          end
        LD_DATA:
          begin
            mosiOut   <= txDataW[0];
            txBitCntR <= 1;
          end
        TR:
          begin
            if (prevClkStateR == 0 && sclkMainW == 1) begin
              if ((CPOL == 0 && CPHA == 0) || (CPOL == 1 && CPHA == 1)) begin                
                if (rxBitCntR != DATA_WIDTH) begin
                  rxBitCntR <= rxBitCntR + 1;
                  rxDataR   <= {rxDataR[DATA_WIDTH-1:1], misoIn};
                end
                else if (rxBitCntR == DATA_WIDTH) begin
                  pushRxDataR <= 1;
                  rxBitCntR   <= 1;
                  rxDataR     <= misoIn;
                end
              end
              else if ((CPOL == 0 && CPHA == 1) || (CPOL == 1 && CPHA == 0)) begin
                if (txBitCntR != DATA_WIDTH) begin
                  txBitCntR <= txBitCntR + 1;
                  mosiOut   <= txDataW[txBitCntR];
                end
                if (txBitCntR == DATA_WIDTH - 1) begin
                  if (txFifoEmptyW != 1) begin
                    getTxDataR <= 1;
                    txBitCntR  <= 0;
                  end
                  else begin
                    spiFSMR <= PHA_DLY;
                  end
                end
              end
            end
            else if (prevClkStateR == 1 && sclkMainW == 0) begin
              if ((CPOL == 0 && CPHA == 1) || (CPOL == 1 && CPHA == 0)) begin                
                if (rxBitCntR != DATA_WIDTH) begin
                  rxBitCntR <= rxBitCntR + 1;
                  rxDataR   <= {rxDataR[DATA_WIDTH-1:1], misoIn};
                end
                else if (rxBitCntR == DATA_WIDTH) begin
                  pushRxDataR <= 1;
                  rxBitCntR   <= 1;
                  rxDataR     <= misoIn;
                end
              end
              else if ((CPOL == 0 && CPHA == 0) || (CPOL == 1 && CPHA == 1)) begin
                if (txBitCntR != DATA_WIDTH) begin
                  txBitCntR <= txBitCntR + 1;
                  mosiOut   <= txDataW[txBitCntR];
                end
                if (txBitCntR == DATA_WIDTH - 1) begin
                  if (txFifoEmptyW != 1) begin
                    getTxDataR <= 1;
                    txBitCntR  <= 0;
                  end
                  else begin
                    spiFSMR <= PHA_DLY;
                  end
                end
              end
            end
          end
        PHA_DLY:
          begin
            lastBitCntR <= lastBitCntR + 1;
            if (lastBitCntR == DIV_NUM) begin
              spiFSMR <= IDLE;
            end
          end
      endcase      
    end
  end
endmodule
[run.sh]
#!/bin/bash
# OpenROAD 26Q1-2900-gdf79404cd8, Yosys 0.63+post, stock flow scripts
make -C /OpenROAD-flow-scripts/flow DESIGN_CONFIG=/design/flow/config.mk WORK_HOME=/design/flow/orfs finish
[config.mk]
export PLATFORM = sky130hd
export DESIGN_NAME = spi_flash_single
export DESIGN_NICKNAME = spi_flash_single
export VERILOG_FILES = /design/flow/design.v
export SDC_FILE = /design/flow/constraint.sdc
export NUM_CORES = 4
export LEC_CHECK = 1
export CORE_UTILIZATION = 40
[constraint.sdc]
current_design spi_flash_single

set clk_period 4.2
set clk_io_pct 0.2

create_clock -name clk0 -period $clk_period [get_ports {clkIn}]

set non_clock_inputs [all_inputs -no_clocks]
set_input_delay [expr $clk_period * $clk_io_pct] -clock clk0 $non_clock_inputs
set_output_delay [expr $clk_period * $clk_io_pct] -clock clk0 [all_outputs]
==> results.txt <==
Status = complete, no violations
Hold path startpoint = tx_fifo.rdDataOut[0]
Top sig layer = met4
RR Startpoint = spiFSMR[1]
Final HPWL DP = 4550 µm
R2R cell count = 4
Worst-Margin Slew = 0.710 ns
# IOs = 57
Cts hold-fix bufs = 0
Hold WC Path Type = reg2reg
WP data arrival = 2.82 ns
Core region area = 8180 µm²
Total CTS buffers = 9
First-pass GRT wire length = 10900 µm
Synth async-reset ratio = 88.7%
Routability cong. = 0.774
DRT met1 WL = 2970 µm
Tool warnings = 42
Clock Power Share = 30.9%
PwrDens = 407 nW/µm²
Slew headroom = 52.6%
Area growth syn-to-layout = 18.9%
Synth warnings = 8
Crit path largest cell delay = 0.52 ns
Post_cts resized = 0
Die height = 93.6 µm
Fill count = 753
Max-area cell share = 38.8%
Max_cap viols = 0
# diodes = 0
Post-route cell area = 3990 µm²
Most used flip-flop cell = dfrtp_1
Syn Area/Cell = 9.81 µm²
Via density = 5.23
Yosys adder share = 6.94%
First-pass DRT Iterations = 5
Crit path DRT = 4.46 ns
Reg power frac = 48.5%
Initial Util = 41.0%
MUX share of area = 8.65%
Synth Instances = 342
CTS max path bufs = 2
Top post-synthesis cells by count = 52 x dfrtp_1, 40 x nand2_1, 25 x inv_1
Critical path peak fanout = 3
Setup crit end kind = flip-flop
Clock slew at reported path FFs = 0.07 ns
Cell internal pwr = 1.18 mW
Worst path slowest cell = or4_1
Yosys top cell by instances = dfrtp_1
Die width = 93.6 µm
Critical path launch point type = input port
Static leakage power = 1.74 nW
# Post-CTS Setup Buffers = 0
Clk ins delay skew pair = 0.34 ns
Post-synth EDFFs = 3
Register share after synthesis = 46.2%
RSZ-0062 raised after global routing = false
Count of final max-slew check failures = 0
Remaining DRCs = 0
Initial antenna violation count = 0
Metal2 WL = 3110 µm
Total Routing Usage GR = 16.1%
Endpoints failing hold = 0
CTS tree = yes
Reg area = 1550 µm²
Final WL = 6380 µm
Max Fclk = 390 MHz
WL met3 = 239 µm
Worst vdd ir = 0.000301 V
Post-Route Setup TNS = 0 ns
Simple-gate share of the synthesized area = 21.0%
WS Path Type = in2reg
Min Clock Period, post-route = 2.56 ns
Num rows = 33
Vias in the first global route = 2452
WHS Endpoint = mosiOut
Yosys cell count = 342
Gr ovfl total = 0
Dominant comb cell = simple AND/OR/NAND/NOR gates
AO/OA Area Share = 8.62%
Ys flops = 62
Combinational power share = 20.5%
Pin count of the biggest net entering global routing = 34
Placed Area = 3790 µm²
NetSw = 441 µW
Critical-path cell list = clkdlybuf4s50_1 > inv_1 > ha_1 > or4b_1 > or4_1 > o32a_1
Yosys top cell by area = dfrtp_1
H-tree Lvls = 3
Starting DRT DRC Count = 55
Switching share of power = 27.1%
Clock sinks = 62
Post-synthesis cell type count = 45
Root buf cell = clkbuf_8
PortBufs = 39
Top cells by area = dfrtp_1 39%, ha_1 6.3%, mux2i_1 6.0%
Cell area after synthesis = 3350 µm²
Wire per inst = 13.1 µm
XORs/XNORs by Area = 2.09%
Period utilization = 61.0%
Via Count = 2556
Die area = 8760 µm²
R2R Setup Slk = 1.86 ns
Worst Clk Skew = 0.0104 ns
YS chip area = 3350 µm²
Share of cells above drive strength 1 = 7.81%
# setup viols final = 0
Logic area = 1620 µm²
DRT antenna net count = 0
Hold Path Stages = 0
Reg-to-Reg End = lastBitCntR[28]
[area by class of cell]
cell class | instances | area share, %
clock inverter | 3 | 0.376
inverter | 25 | 2.35
clock buffer | 13 | 4.52
timing repair buffer | 40 | 9.97
multi-input combinational | 241 | 40.6
sequential | 62 | 38.9
tap | 105 | 3.29
[critical path: cells and delay by family]
family          cells  cell delay, ns
fa+ha+maj           1            0.19
simple gates        2            0.99
buf+inv             2            0.51
compound gates      1            0.29
[flip-flops by register name (all words and copies together), names as in the netlist]
name	flops
tx_fifo.fifoCntR	3
mosiOut	1
tx_fifo.rdDataOut	1
tx_fifo.fifoR	8
rx_fifo.fifoCntR	3
spiFSMR	4
tx_fifo.rdPtrR	3
csLowR	1
tx_fifo.fifoEmptyOut	1
getTxDataR	1
tx_fifo.wrPtrR	3
lastBitCntR	32
rx_fifo.fifoEmptyOut	1
[routing by layer]
| metal | up-vias | global-route usage [%] |
|---|---|---|
| li1 | 1292 | - |
| met4 | 0 | 1.28 |
| met1 | 1221 | 21.8 |
| met2 | 36 | 28.0 |
| met5 | - | 0 |
| met3 | 7 | 3.56 |
[how the worst max path moves through the flow]
stage | startpoint | end | slack, ns | depth (start not counted)
4_1_cts | csIn[0] | csLowR | 1.65 | 6
5_1_grt | csIn[0] | csLowR | 1.55 | 7
6_report | csIn[0] | csLowR | 1.64 | 6
[cell families after synthesis]
logic type	count (synthesis)
adders and majority gates	18
AOI/OAI and AO/OA	48
and+or+nand+nor	130
xor gates and xnor gates	8
DFF	62
other	1
muxes	28
buffers and inverters	47
[cell usage in the layout, fill, tap and decap left out, types with 5 or more instances in the layout]
cell	Yosys	final
a31oi_1	7	7
mux2_2	8	8
nand4_1	13	13
and3_1	7	7
clkbuf_8	0	11
dfrtp_1	52	52
a21oi_1	5	5
o21ai_0	22	22
nand2_1	40	40
nor3_1	9	9
conb_1	1	9
mux2i_1	20	20
ha_1	17	17
nor2_1	6	6
inv_1	25	24
nand3_1	17	17
clkdlybuf4s50_1	0	39
nor4_1	16	16
and4_1	8	8
[through the flow]
step | hold WS [ns] | setup WS (ns) | utilization [%] | instances | total power [mW]
3_3_place_gp | 0.402 | 1.31 | 46.4 | 473 | 1.12
6_report | 0.412 | 1.64 | 48.8 | 489 | 1.62
2_1_floorplan | 0.380 | 1.59 | - | 350 | 1.03
3_5_place_dp | 0.405 | 1.30 | 46.4 | 473 | 1.14
4_1_cts | 0.414 | 1.65 | 48.8 | 489 | 1.65
5_1_grt | 0.425 | 1.55 | 48.8 | 489 | 1.74
[power groups by stage]
stage / Clock, mW / Combinational (mW) / Sequential (mW)
CTS: 0.517 / 0.341 / 0.788
global route: 0.549 / 0.389 / 0.802
finish: 0.502 / 0.333 / 0.788
Power is estimated from default activity; no workload was simulated.
