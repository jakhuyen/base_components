`design/flow/design.v`:
```
module seg_display (
    input clkIn,
    input rstIn,
    input [3:0] digitIn,
    output [6:0] segOut
);
  reg [6:0] segR   = {7{1'b1}};
  reg [4:0] digitR = {4{1'b1}};
  assign segOut     = segR;
  always @ (posedge rstIn, posedge clkIn) begin
    if (rstIn == 1) begin
      segR <= 7'hFF;
    end
    else if (clkIn == 1) begin
      case (digitIn)
        4'h0 : segR <= 7'h40;
        4'h1 : segR <= 7'h79;
        4'h2 : segR <= 7'h24;
        4'h3 : segR <= 7'h30;
        4'h4 : segR <= 7'h19;
        4'h5 : segR <= 7'h12;
        4'h6 : segR <= 7'h02;
        4'h7 : segR <= 7'h78;
        4'h8 : segR <= 7'h00;
        4'h9 : segR <= 7'h10;
        4'hA : segR <= 7'h08;
        4'hB : segR <= 7'h03;
        4'hC : segR <= 7'h46;
        4'hD : segR <= 7'h21;
        4'hE : segR <= 7'h06;
        4'hF : segR <= 7'h0E;
        default : segR <= 7'hBF;
      endcase
    end
  end  
endmodule
```
`design/flow/config.mk`:
```
export PLATFORM = sky130hd
export DESIGN_NAME = seg_display
export DESIGN_NICKNAME = seg_display
export VERILOG_FILES = /design/flow/design.v
export SDC_FILE = /design/flow/constraint.sdc
export NUM_CORES = 4
export LEC_CHECK = 1
export CORE_AREA = 10 10 70 70
export DIE_AREA = 0 0 80 80
```
`design/flow/run.sh`:
```
#!/bin/bash
# OpenROAD 26Q1-2900-gdf79404cd8, Yosys 0.63+post, stock flow scripts
make -C /OpenROAD-flow-scripts/flow DESIGN_CONFIG=/design/flow/config.mk WORK_HOME=/design/flow/orfs finish
```
`design/flow/constraint.sdc`:
```
current_design seg_display

set clk_period 1.0
set clk_io_pct 0.2

create_clock -name clk0 -period $clk_period [get_ports {clkIn}]

set non_clock_inputs [all_inputs -no_clocks]
set_input_delay [expr $clk_period * $clk_io_pct] -clock clk0 $non_clock_inputs
set_output_delay [expr $clk_period * $clk_io_pct] -clock clk0 [all_outputs]
```
==> impl_metrics.tcl <==
# flow metrics
set metrics [dict create \
    hold_violations 0 \
    cts_tree "yes" \
    synth_area_per_cell_um2 11.6 \
    synth_top_area_share_pct 39.7 \
    ys_ff 7 \
    max_freq_mhz 970 \
    cts_max_level 1 \
    largest_register_ffs 7 \
    warnings 34 \
    path_cells "buf_2" \
    vias 360 \
    top_regs "segR: 7 flops" \
    end_kind "output pin" \
    synth_cell_type_count 16 \
    power.density_nw_per_um2 982 \
    max_stage_delay_ns 0.50 \
    syn_area_um2 463 \
    num_io_pins 13 \
    combGateArea_um2 282 \
    clk_pin_slew_ns 0.05 \
    syn_inst 40 \
    antenna_found_initial 0 \
    placed_cell_area_um2 772 \
    required_ns 0.80 \
    drt_iter0_drc 9 \
    grt_overflow 0 \
    relSlewSlack_pct 85.1 \
    rsz0062_at_grt "yes" \
    fin_cells 115 \
    wl_per_cell_um 7.91 \
    critPathSlowestCell "dfstp_2" \
    clock_path_buffers 2 \
    crit_arrival_ns 0.83 \
    finalInstanceArea_um2 795 \
    num_antenna_cells 0 \
    report.final.slew_viol_count 0 \
    min_from "digitIn[2]" \
    core_area_um2 3420 \
    ir_drop_mv 0.205 \
    top_area_cell "dfstp_2" \
    wl_met3_um 91 \
    hold_path_end "segR[6]$_DFF_PP1_" \
    ant_nets 0 \
    grt_pass1_vias 397 \
    setup_viol 7 \
    crit_type "register to output pin" \
    period_minus_slack_ns 1.03 \
    yosysCellCount 40 \
    floorplan.core_util_pct 13.6 \
    p_leak_nw 0.376 \
    area_growth_pct 71.6 \
    firstDrtPassIters 3 \
    mostFrequentLayoutCells "buf_4 (15), buf_2 (7), dfstp_2 (7), nor2_1 (5)" \
    dp_cells 109 \
    topCellsByArea "dfstp_2 (40%), ha_1 (19%), mux2i_1 (8.6%)" \
    grtUsageTotal_pct 3.05 \
    met1_length_um 441 \
    worstMarginPinSlew_ns 0.223 \
    cp_max_fo 1 \
    yosys.stat.seqShare_pct 39.7 \
    wl_met2_um 370 \
    die_h_um 80 \
    violations "setup timing" \
    grt_first_pass_wirelength_um 1660 \
    cts_sinks 7 \
    drc 0 \
    hp-class "primary input to register" \
    largest_register "segR" \
    synth-warning-count 3 \
    root_buffer "clkbuf_4" \
    cts_buffers 3 \
    hold_path_depth 2 \
    routed_wl_um 910 \
    cp_num_buf_inv 1 \
    top_layer "met4" \
    die-area_um2 6400 \
    fillerInstances 369 \
    drive_gt1_share_pct 62.3 \
    cp-startpoint "segR[4]$_DFF_PP1_" \
    fin_ws_ns -0.0308 \
    crit_family "flip-flops" \
    layout.cells.most_common "buf_4" \
    crit_path_start_kind "register" \
    via_per_inst 3.13 \
    regArea_um2 184 \
    die_x_um 80 \
    status "complete, but fails checks" \
    yosysChipArea_um2 463 \
    maxCapViolCount 0 \
    post-route-period-util_pct 103 \
    postCtsHoldBufs 0 \
    port_buffers 12 \
    hpwl_um 773 \
    grt_max_degree 8 \
    num_rows 21 \
    final_util_pct 23.3 \
    gp_congestion 0.714 \
]
## cells in the mapped netlist, drive strengths merged
cell type	n
o21ai	2
a32o	1
mux2	1
buf	2
nor2	5
dfstp	7
a22o	2
mux4	1
mux2i	4
inv	4
a21oi	1
ha	7
and2b	1
or3b	1
nand2	1
## kinds of logic after synthesis
| kind of cell | synth area share (%) |
|---|---|
| adders and majority gates | 18.9 |
| AOI/OAI and AO/OA | 9.19 |
| and+or+nand+nor | 8.65 |
| buffers and inverters | 6.75 |
| muxes | 16.8 |
| DFF | 39.7 |
## per-layer routing
layer	vias up	track usage [%]
met3	2	1.59
met1	153	3.79
met4	0	0.880
li1	194	-
met5	-	0
met2	11	4.49
## per-stage QoR
step	hold WS [ns]	setup TNS (ns)	power, W	worst slack, ns
after detailed placement	0.663	-5.09	0.000564	-0.715
after global routing	0.367	-0.549	0.000852	-0.0886
final	0.358	-0.199	0.000781	-0.0308
after global placement	0.667	-5.20	0.000565	-0.722
after CTS	0.404	-0.394	0.000808	-0.0503
after floorplan	0.221	-0.0482	0.000428	-0.0393
## power breakdown
| part | leakage (nW) | switching (W) | total (W) | internal (W) |
|---|---|---|---|---|
| registers | 0.0732 | 0.00000438 | 0.000331 | 0.000326 |
| clock network | 0.0150 | 0.0000894 | 0.000241 | 0.000151 |
| logic | 0.288 | 0.0000876 | 0.000209 | 0.000121 |
## what timing repair did
item | 4_1_cts | 5_1_grt
gates resized | 34 | 2
setup endpoints to repair | 14 | 10
buffers inserted | 4 | 0
gates cloned | 0 | 0
pin swaps | 3 | 1
## area by class of cell
type,instances,area share (%)
clock buffers,4,3.31
inverters,4,5.51
multi-input cells,27,35.4
flip-flops and latches,7,23.1
well taps,46,7.24
repair buffers,27,25.4
## worst max-delay path by stage
stage                   end  slack, ns  cells past startpoint
4_1_cts   segR[0]$_DFF_PP1_      -0.05                      7
5_1_grt           segOut[0]      -0.09                      1
6_report          segOut[4]      -0.03                      1
Power figures rest on the tool's default switching activity, not on a simulated workload.
